$ cat /design/flow/design.v
`default_nettype none
module MagComp
	# (parameter WIDTH = 30)
	(input logic [WIDTH-1:0] A, B,
	 output logic AltB, AeqB, AgtB);
	assign AltB = (A < B);
	assign AeqB = (A == B);
	assign AgtB = (A > B);
endmodule: MagComp
module Adder
	# (parameter WIDTH = 30)
	(input logic [WIDTH-1:0] A, B,
	 input logic Cin,
	 output logic [WIDTH-1:0] S,
	 output logic Cout);
	always_comb  {Cout,S} = (A + B + Cin); 
endmodule: Adder
module Multiplexer
	# (parameter WIDTH = 30)
	(input logic [WIDTH-1:0] I,
	 input logic [$clog2(WIDTH)-1:0] S,
	 output logic Y);
	assign Y = I[S];
endmodule: Multiplexer
module Mux2to1
	# (parameter WIDTH = 30)
	(input logic [WIDTH-1:0] I0, I1,
	 input logic s,
	 output logic [WIDTH-1:0] Y);
	assign Y = (s) ? I0 : I1;
endmodule: Mux2to1
module Decoder
	# (parameter WIDTH = 30)
	(input logic  [$clog2(WIDTH)-1:0] I,
	 input logic en,
	 output logic [WIDTH-1:0] D);
	always_comb begin
		D = 0;
		D[I] = en ? 1 : 0;
	end
endmodule: Decoder
module Register
	# (parameter WIDTH = 12)
	(input logic [WIDTH-1:0] D,
	 input logic en, clear, clock,
	 output logic [WIDTH-1:0] Q);
	always_ff @ (posedge clock, posedge clear) begin
		if(clear)
			Q <= 0;
		else
		if(en)
			Q <= D;
		end
endmodule: Register
module counter
	# (parameter WIDTH = 30)
	(input logic [WIDTH-1 : 0] D,
	 input logic up, en, clear, load, clock,
	 output logic [WIDTH-1 : 0] Q);
	always_ff @ (posedge clock)
	begin
		if(en)
			if(clear)
				Q <= 0;
			else 
				if(load)
					Q <= D;
				else 
					if(up)
						Q <= Q + 1;
					else
						Q <= (Q>0) ? Q-1 : 0;
	end
endmodule: counter
module shift_register
	# (parameter WIDTH = 30)
	(input logic [WIDTH-1 : 0] D,
	 input logic en, left, load, clock,
	 output logic [WIDTH-1 : 0] Q);
	always_ff @ (posedge clock)
		if(en)
			if(load)
				Q <= D;
			else
				if(left)
					Q = Q<<1;
				else
					Q = Q>>1;
endmodule: shift_register
module Subtracter
	# (parameter WIDTH = 30)
	(input logic [WIDTH-1: 0] F, S,
	 output logic [WIDTH-1: 0] O);
	assign O = F - S;
endmodule: Subtracter
$ cat /design/flow/config.mk
export PLATFORM = sky130hd
export DESIGN_NAME = Decoder
export DESIGN_NICKNAME = Decoder
export VERILOG_FILES = /design/flow/design.v
export SDC_FILE = /design/flow/constraint.sdc
export NUM_CORES = 4
export LEC_CHECK = 1
export CORE_AREA = 10 10 70 70
export DIE_AREA = 0 0 80 80
$ cat /design/flow/run.sh
#!/bin/bash
# OpenROAD 26Q1-2900-gdf79404cd8, Yosys 0.63+post, stock flow scripts
make -C /OpenROAD-flow-scripts/flow DESIGN_CONFIG=/design/flow/config.mk WORK_HOME=/design/flow/orfs finish
$ cat /design/flow/constraint.sdc
current_design Decoder

set clk_period 2.9
set clk_io_pct 0.2

create_clock -name clk0 -period $clk_period

set non_clock_inputs [all_inputs -no_clocks]
set_input_delay [expr $clk_period * $clk_io_pct] -clock clk0 $non_clock_inputs
set_output_delay [expr $clk_period * $clk_io_pct] -clock clk0 [all_outputs]
==> flow_metrics.py <==
# Auto-generated metrics
metrics = {
    "outcome": {
        "status": "complete, no violations",
    },
    "final_timing": {
        "period_needed_ns": 2.82,
        "maxSlewViolCount": 0,
        "slew_headroom_pct": 74.0,
        "finalHoldViolCount": 0,
        "worst_slew_pin_slew_ns": 0.388,
        "fin_crit_sh_pct": 97.2,
        "fmax_ghz": 0.355,
        "report.final.setup_viol": 0,
        "rsz0062_at_grt": "false",
    },
    "floorplanning": {
        "fp_util_pct": 13.9,
        "ios": 36,
        "fp.dieW_um": 80,
        "design.core.area_um2": 3420,
        "chipArea_um2": 6400,
        "std_cell_rows": 21,
        "die_height_um": 80,
    },
    "synth": {
        "area_leaders": "a21oi_1 25%, buf_6 9.5%, nor2_1 5.5%, nand4b_1 5.5%, nand4_1 5.3%",
        "yosysChipArea_um2": 474,
        "yosys_warnings": 1,
        "most_common_cell": "a21oi_1",
        "ys_cells": 68,
        "top_area_cell": "a21oi_1",
        "synthesis.area_um2": 474,
        "synthCells": 68,
        "synth_top_area_share_pct": 25.3,
        "synth.avg_cell_area_um2": 6.97,
        "synth_cell_types": 26,
        "ys_seq_share_pct": 0,
        "synthTopCellsByCount": "24 x a21oi_1, 7 x nor2_1, 4 x buf_6, 4 x nand4_1",
    },
    "finish": {
        "clkbuf_count": 0,
        "instances_no_fill": 163,
        "fin_util_pct": 29.8,
        "seq_cell_count": 0,
        "final_area_um2": 1020,
        "drive_gt1_share_pct": 30.8,
        "regArea_um2": 0,
        "syn2layout_area_growth_pct": 115,
    },
    "worst_setup_path": {
        "crit_arrival_ns": 2.24,
        "cpMaxStageDelayCell": "or4_4",
        "max_stage_delay_ns": 0.62,
        "cp_max_fo": 9,
        "cp-endpoint": "D[24]",
        "cp-startpoint": "I[4]",
        "path_delay_family": "simple AND/OR/NAND/NOR gates",
        "worst_setup_path_start_kind": "primary input",
        "cp_num_buf_inv": 2,
        "setup.worst_path.class": "in2out",
        "required_ns": 2.32,
        "crit_path_end_kind": "primary output",
        "crit_chain": "clkdlybuf4s15_1 -> or4_4 -> nand4b_1 -> a21oi_1 -> clkdlybuf4s50_1",
        "cp.depth": 5,
    },
    "drt": {
        "wl_per_cell_um": 13.8,
        "antenna_cells": 0,
        "dr.pass1.iters": 4,
        "ant_nets": 0,
        "finalWirelength_um": 2250,
        "viasPerCell": 4.44,
        "vias": 723,
        "drt_iter0_drc": 32,
        "drc": 0,
    },
    "placement": {
        "placed_cell_area_um2": 960,
        "hpwl_um": 1890,
        "port_buffers": 36,
        "gp_congestion": 0.805,
        "post-place-cells": 161,
    },
    "global_route": {
        "grt_max_degree": 11,
        "grt_antenna_before_repair": 0,
        "grt_pass1_vias": 732,
        "track_usage_pct": 6.52,
        "grt_pass1_wl_um": 3510,
        "grt.overflow.total": 0,
    },
    "power": {
        "p_leak_uw": 0.000377,
        "power_uw": 103,
        "power_density_nw_per_um2": 101,
        "vdd_ir_drop_max_uv": 28.7,
    },
    "hold_path": {
        "worst_hold_path_type": "in2out",
    },
    "run": {
        "warnings": 32,
        "cap_violations": 0,
    },
    "clock_network": {
        "hold_buffers": 0,
    },
}
report_power, final:
part,internal [uW],switching (uW),leakage [uW]
clock,0,0,0
combinational,51.8,50.9,0.000377
sequential,0,0,0
routing by layer:
| metal | vias to the layer above | part of all wire [%] | track usage (%) |
|---|---|---|---|
| met3 | 0 | 12 | 2.16 |
| met2 | 23 | 46 | 11.3 |
| met5 | - | 0 | 0 |
| li1 | 362 | - | - |
| met4 | 0 | 0 | 0 |
| met1 | 338 | 42 | 8.06 |
logic make-up (layout without fill, tap and decap cells):
group | count (synthesis) | after routing | synth area share (%)
fa+ha+maj | 1 | 1 | 2.64
xor+xnor | 3 | 3 | 7.13
compound gates | 32 | 32 | 43.5
simple gates | 25 | 25 | 34.8
buf+inv | 7 | 56 | 11.9
placed cells by master, fill, tap and decap left out, types with 2 or more instances in the layout:
| cell type | n |
|---|---|
| nor2_1 | 7 |
| nand4b_1 | 3 |
| a21oi_1 | 21 |
| dlymetal6s2s_1 | 2 |
| buf_4 | 17 |
| nor2b_1 | 2 |
| clkdlybuf4s50_1 | 27 |
| dlygate4sd2_1 | 3 |
| a21oi_2 | 3 |
| inv_2 | 3 |
| nand4_1 | 4 |
| clkdlybuf4s15_1 | 3 |
| nor3_1 | 2 |
worst min-delay path by stage:
| stage | depth (start not counted) | end | from | slack (ns) |
|---|---|---|---|---|
| after CTS | 5 | D[0] | I[0] | 1.99 |
| final | 5 | D[1] | I[2] | 1.80 |
| after global routing | 5 | D[1] | I[2] | 1.88 |
layout make-up:
cell class / count / area [um^2]
inverters: 3 / 11.3
multi-input cells: 61 / 465
repair buffers: 53 / 484
well taps: 46 / 57.6
fillers: 377 / 2400
what timing repair did:
action                     CTS  global route
resized                     14            10
buffers inserted             1             1
pin swaps                    6             3
setup endpoints to repair   30            27
through the flow:
| step | worst slack [ns] | hold WS [ns] | setup TNS (ns) |
|---|---|---|---|
| finish | 0.0824 | 1.80 | 0 |
| global route | 0.00495 | 1.88 | 0 |
| CTS | 0.0112 | 1.99 | 0 |
| detailed placement | -0.395 | 2.24 | -9.24 |
| global placement | -0.418 | 2.26 | -9.47 |
| floorplan | 0.692 | 1.25 | 0 |
Power figures rest on the tool's default switching activity, not on a simulated workload.
