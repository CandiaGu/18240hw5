==> flow/design.v <==
`default_nettype none
module coinAccepter (
    input  logic  CLOCK_50,   
    input  logic  reset,
    input  logic  UART_RXD,   
    input  logic  UART_RTS,   
    output logic  UART_TXD,   
    output logic  UART_CTS,   
    output logic  circle, triangle, pentagon,
    input  logic  manualMode, manualClockL,
    input  logic  manualCircleL, manualTriangleL, manualPentagonL,
    output logic  clock);
    parameter count_width = 26;
    wire clk_edge; 
    reg [count_width-1:0] count;
    wire [count_width-1:0] count_n, count_inc;
    reg [2:0] bits, coin, random, KEY, last_key;
    wire [2:0] bits_n, bits_rx, bits_key, coin_n, coin_k, coin_c, in_both;
    reg last_rxd, last_manualCLK;
    reg [15:0] CLK_COUNT, rxd_count;
    wire is_input, rxd_edge;
    reg manualCLK, debounced_rxd;
    assign {pentagon, triangle, circle} = coin;
    assign rxd_edge = debounced_rxd & ~last_rxd;
    assign clk_edge = manualCLK & ~last_manualCLK;
    assign clock = (manualMode & manualCLK) | (~manualMode & CLOCK_50);
    assign coin_n = manualMode ? coin_k : coin_c;
    assign coin_c = count[count_width-1] ? ((count == {1'b1, {(count_width-1){1'b0}}}) ? bits : coin) : 0;
    assign coin_k = (count_n == 0) ? 0 : (count_n == 1) ? KEY : coin;
    assign bits_n = count[count_width-1] ? 0 : rxd_edge ? {bits, (bits == 0)} : bits;
    assign count_inc = (manualMode & (count >= random)) ? 0 : (count + 1);
    assign is_input = manualMode ? (KEY != 0) : (bits != 0);
    assign count_n = (count == 0) ? is_input : count_inc;
    always_ff @(posedge CLOCK_50) begin
        KEY <= (reset | clk_edge) ? 0 : (KEY | ~{manualPentagonL, manualTriangleL, manualCircleL});
        last_manualCLK <= manualCLK;
    end
    always_ff @(posedge clock) begin
        if (reset) begin
            coin <= 0;
            last_rxd <= 0;
            count <= 0;
            bits <= 0;
            random <= 5;
            last_key <= 0;
        end else begin
            last_key <= KEY;
            coin <= coin_n;
            last_rxd <= debounced_rxd;
            count <= count_n;
            bits <= bits_n;
            random <= (random == 2) ? 5 : (random - 1);
        end
    end
    always_ff @(posedge CLOCK_50) begin
        if (manualCLK ^ ~manualClockL) begin
            manualCLK <= manualCLK ^ (CLK_COUNT == 16'hFFFF);
            CLK_COUNT <= CLK_COUNT + 1;
        end else begin
            manualCLK <= manualCLK;
            CLK_COUNT <= 0;
        end
        if (debounced_rxd ^ UART_RXD) begin
            debounced_rxd <= debounced_rxd ^ (rxd_count == 16'hFFFF);
            rxd_count <= rxd_count + 1;
        end else begin
            debounced_rxd <= debounced_rxd;
            rxd_count <= 0;
        end
    end
endmodule: coinAccepter
==> flow/run.sh <==
#!/bin/bash
# OpenROAD 26Q1-2900-gdf79404cd8, Yosys 0.63+post, stock flow scripts
make -C /OpenROAD-flow-scripts/flow DESIGN_CONFIG=/design/flow/config.mk WORK_HOME=/design/flow/orfs finish
==> flow/config.mk <==
export PLATFORM = sky130hd
export DESIGN_NAME = coinAccepter
export DESIGN_NICKNAME = coinAccepter
export VERILOG_FILES = /design/flow/design.v
export SDC_FILE = /design/flow/constraint.sdc
export NUM_CORES = 4
export LEC_CHECK = 1
export CORE_UTILIZATION = 30
==> flow/constraint.sdc <==
current_design coinAccepter

set clk_period 7.4
set clk_io_pct 0.2

create_clock -name clk0 -period $clk_period [get_ports {CLOCK_50}]

set non_clock_inputs [all_inputs -no_clocks]
set_input_delay [expr $clk_period * $clk_io_pct] -clock clk0 $non_clock_inputs
set_output_delay [expr $clk_period * $clk_io_pct] -clock clk0 [all_outputs]
==> results.yml <==
# physical design summary
placed_design:
  port-buffer-count: 11
  pre_cts_slack_ps: 1380
  place_congestion: 0.852
  hpwl_um: 5250
  place_area_um2: 4020
route:
  drtPass1Iterations: 4
  vias_per_cell: 4.82
  postRouteWirelength_um: 7730
  wire_per_inst_um: 12.2
  ant_nets: 0
  drc: 0
  num_vias: 3053
  num_antenna_cells: 0
  drt_iter0_drc: 254
floorplan:
  core_um2: 12200
  fp.dieW_um: 115
  die_h_um: 115
  die-area_um2: 13200
  num_rows: 40
  num_io_pins: 15
  fp_util: 0.313
clock_tree:
  cts_tree: "done"
  cts_resized: 0
  clk_pin_slew_worst_paths_ps: 50
  clock_latency_ps: 860
  hold_buffers: 0
  postCtsSetupBuffers: 0
critical_path:
  worstPathRequired_ps: 5920
  crit_top_cell: "clkbuf_16"
  crit_path_max_incr_delay_ps: 420
  critPathSlowestCell: "clkdlybuf4s50_1"
  path_cells: "clkbuf_16 > clkbuf_16 > mux2_2 > clkbuf_16 > clkbuf_16 > clkdlybuf4s50_1"
  cp-end-kind: "output pin"
  cp-start-kind: "clock port"
  crit_fanout: 2
  arrival_ps: 4980
  path_class: "clock port to output pin"
worst_hold_path:
  hold_class: "register to register"
timing:
  tns_ps: 0
  fin_ws_ps: 941
  hold_viol: 0
  drv_slew: 0
  hold_ws_ps: 404
  rsz0062_at_grt: "no"
  fin_worst_skew_ps: 37.4
  final-setup-viol-count: 0
  maxSlewHeadroom: 0.658
  tightest_slew_ps: 509
synth:
  syn_inst: 452
  common_cells: "dfxtp_1, nor2_1, xor2_1"
  synth_cell_type_count: 52
  netlist.area_leader.share: 0.377
  synth-main-ff-cell: "dfxtp_1"
  ys_async_sr_fraction: 0
  most_common_cell: "dfxtp_1"
  edf_count: 2
  synth.avg_cell_area_um2: 8.45
  ys_warn_count: 3
  top_area_cell: "dfxtp_1"
  ys_ff: 74
  ys_area_um2: 3820
  ys_cells: 452
  syn_area_um2: 3820
  top_cells_by_area: "dfxtp_1, xor2_1, nor2_1, xnor2_1, nand3_1"
  synth_seq_share: 0.393
global_routing:
  grt_pass1_vias: 2936
  grt_first_pass_wirelength_um: 13800
  antenna_found_initial: 1
  grt_max_degree: 25
  grt_overflow: 0
  grt_usage: 0.133
run:
  cap_violations: 0
  warning_count: 29
power_and_ir_drop:
  pwr-share-clk: 0.511
  peakVddDrop_mv: 0.216
  swShare: 0.254
  p_leak_uw: 0.00174
  power_uw: 1310
  p_seq_frac: 0.335
  p_int_uw: 975
  p_comb_frac: 0.155
  power_switching_uw: 332
  cellPowerDensity_nw_per_um2: 285
run_status:
  status: "finished clean"
layout:
  comb_area_um2: 2110
  areaGrowthSynthToFinish_pct: 20.0
  design_area_um2: 4580
  drive_gt1_frac: 0.0882
  seqCellArea_um2: 1500
  fillCellCount: 1209
[layout by cell type (no fill, tap or decap), types with 3 or more instances in the layout]
cell / Yosys / routed
dfxtp_1: 72 / 72
nor2_1: 67 / 67
xor2_1: 34 / 34
nand2_1: 31 / 31
nand3_1: 25 / 25
xnor2_1: 25 / 25
clkbuf_16: 0 / 20
inv_1: 18 / 18
nor4_1: 16 / 16
nor3_1: 14 / 14
nand4_1: 13 / 13
and3_1: 11 / 11
clkdlybuf4s50_1: 0 / 11
nor2b_1: 9 / 9
o21ai_0: 9 / 9
ha_1: 9 / 9
a21oi_1: 8 / 8
mux2i_1: 7 / 7
and4_1: 6 / 6
or3_1: 4 / 4
mux2_2: 3 / 3
a211oi_1: 3 / 3
nand2b_1: 3 / 3
o22ai_1: 3 / 3
o2bb2ai_1: 3 / 3
buf_4: 3 / 3
[flip-flops by register name, summed over array words and instances, names as in the netlist]
register and flops:
count 26, CLK_COUNT 16, rxd_count 16, KEY 3
bits 3, coin 3, random 3, debounced_rxd 1
last_manualCLK 1, last_rxd 1, manualCLK 1
[logic make-up (layout without fill, tap and decap cells)]
logic type | Yosys count | count (layout) | synth area share
AOI/OAI and AO/OA | 39 | 39 | 0.0665
and+or+nand+nor | 214 | 214 | 0.292
other | 1 | 2 | 0.000982
xor gates and xnor gates | 59 | 59 | 0.135
adders and majority gates | 9 | 9 | 0.0295
buffers and inverters | 46 | 58 | 0.0560
DFF | 74 | 74 | 0.393
muxes | 10 | 10 | 0.0272
[cell type report]
| type | count | area share |
|---|---|---|
| Clock buffer | 24 | 0.116 |
| Clock inverter | 3 | 0.00928 |
| Inverter | 18 | 0.0147 |
| Multi-Input combinational cell | 333 | 0.460 |
| Sequential cell | 74 | 0.328 |
| Tap cell | 168 | 0.0459 |
| Timing Repair Buffer | 13 | 0.0267 |
[stage by stage]
step	cells	utilization
detailed placement	607	0.329
global route	633	0.375
floorplan	453	-
CTS	633	0.375
finish	633	0.375
global placement	607	0.329
[worst paths after layout]
kind,start,end,slack [ps],cells past startpoint
max reg2reg,count[1],coin[0],4290,8
max,CLOCK_50,clock,940,6
min reg2reg,random[0],random[0],400,1
min,random[0],random[0],400,1
[metal layers]
metal | track usage | part of all wire
met3 | 0.0434 | 0.060
met4 | 0.0199 | 0.0049
met1 | 0.208 | 0.52
met5 | 0 | 0.0016
met2 | 0.184 | 0.41
[worst max-delay path, delay by kind of cell]
family	cells	cell delay (ps)
buffers and inverters	5	940
multiplexers	1	320
[power by group through the flow]
stage / clock [uW] / sequential [uW] / combinational [uW]
6_report: 667 / 438 / 202
5_1_grt: 704 / 445 / 232
4_1_cts: 685 / 438 / 203
Power and IR drop assume default switching activity.
